===== ./design.v =====
`timescale 1ns / 1ps
module tfsync#(parameter WIDTH = 3)(
    input [WIDTH:0] din,
    input clk,
    input rst,
    output reg [WIDTH:0] dout
);
    reg [WIDTH:0] dmeta1, dmeta2;
    always @(posedge clk or negedge rst) begin
        if (!rst) begin
            dmeta1 <= 0;
            dmeta2 <= 0;
            dout <= 0;
        end else begin
            dmeta1 <= din;
            dmeta2 <= dmeta1;
            dout <= dmeta2;
        end
    end
endmodule
module wptr_handler #(parameter WIDTH = 3)(
    input wclk, wrst, w_en,
    input [WIDTH:0] g_rptr_sync,
    output reg [WIDTH:0] b_wptr,
    output reg [WIDTH:0] g_wptr,
    output reg full
    );
    wire [WIDTH:0] b_wptr_nxt;
    wire [WIDTH:0] g_wptr_nxt;
    wire w_full;
    assign b_wptr_nxt = b_wptr + (w_en & !full);
    assign g_wptr_nxt = b_wptr_nxt ^ (b_wptr_nxt>>1);
    always @(posedge wclk or negedge wrst) begin
        if (!wrst) begin
            b_wptr <= 0;
            g_wptr <= 0;
        end
        else begin
            b_wptr <= b_wptr_nxt;
            g_wptr <= g_wptr_nxt;
        end
    end
    assign w_full = (g_wptr_nxt == ({~(g_rptr_sync[WIDTH:WIDTH-1]), g_rptr_sync[WIDTH-2:0]}));
    always @(posedge wclk or negedge wrst) begin
        if (!wrst) full <= 0;
        else full <= w_full;
    end
endmodule
module rptr_handler #(parameter WIDTH=3)(
    input rclk, rrst, r_en,
    input [WIDTH:0] g_wptr_sync,
    output reg [WIDTH:0] b_rptr,
    output reg [WIDTH:0] g_rptr,
    output reg empty);
    wire [WIDTH:0] b_rptr_nxt;
    wire [WIDTH:0] g_rptr_nxt;
    wire r_emp;
    assign b_rptr_nxt = b_rptr + (r_en & !empty);
    assign g_rptr_nxt = b_rptr_nxt ^ (b_rptr_nxt >> 1);
    assign r_emp = (g_wptr_sync == g_rptr_nxt);
    always @(posedge rclk or negedge rrst) begin
        if (!rrst) begin
            b_rptr <= 0;
            g_rptr <= 0;
        end
        else begin
            b_rptr <= b_rptr_nxt;
            g_rptr <= g_rptr_nxt;
        end
    end
    always @(posedge rclk or negedge rrst) begin
        if (!rrst) empty <= 1;
        else empty <= r_emp;
    end
endmodule
module fifo #(parameter DEPTH = 8, DATA_WIDTH = 8, PTR_WIDTH = 3)(
    input wclk, w_en, rclk, r_en,
    input rrst_n,  
    input [PTR_WIDTH:0] b_wptr, b_rptr,
    input [DATA_WIDTH-1:0] data_in,
    input full, empty,
    output reg [DATA_WIDTH-1:0] data_out);
    reg [DATA_WIDTH-1:0] FIFO[0:DEPTH-1];
    always @(posedge wclk) begin
        if (w_en & !full) 
            FIFO[b_wptr[PTR_WIDTH-1:0]] <= data_in;
    end
    reg read_valid;
    always @(posedge rclk or negedge rrst_n) begin
        if (!rrst_n) begin
            data_out <= 0;
            read_valid <= 0;
        end else begin
            if (r_en && !empty) begin
                data_out <= FIFO[b_rptr[PTR_WIDTH-1:0]];
                read_valid <= 1;
            end else begin
                read_valid <= 0;
            end
        end
    end
endmodule
module asynchronous_fifo #(
    parameter DEPTH      = 8,
    parameter DATA_WIDTH = 8,
    parameter PTR_WIDTH  = 3
)(
    input                    wclk,
    input                    wrst_n,
    input                    rclk,
    input                    rrst_n,
    input                    w_en,
    input                    r_en,
    input  [DATA_WIDTH-1:0]  data_in,
    output [DATA_WIDTH-1:0]  data_out,
    output                   full,
    output                   empty
);
    wire [PTR_WIDTH:0] b_wptr, b_rptr;
    wire [PTR_WIDTH:0] g_wptr, g_rptr;
    wire [PTR_WIDTH:0] g_wptr_sync, g_rptr_sync;
    tfsync #(.WIDTH(PTR_WIDTH)) sync_wptr (
        .din  (g_wptr),
        .clk  (rclk),        
        .rst  (rrst_n),
        .dout (g_wptr_sync)
    );
    tfsync #(.WIDTH(PTR_WIDTH)) sync_rptr (
        .din  (g_rptr),
        .clk  (wclk),        
        .rst  (wrst_n),
        .dout (g_rptr_sync)
    );
    wptr_handler #(.WIDTH(PTR_WIDTH)) wptr_h (
        .wclk        (wclk),
        .wrst        (wrst_n),
        .w_en        (w_en),
        .g_rptr_sync (g_rptr_sync),
        .b_wptr      (b_wptr),
        .g_wptr      (g_wptr),
        .full        (full)
    );
    rptr_handler #(.WIDTH(PTR_WIDTH)) rptr_h (
        .rclk        (rclk),
        .rrst        (rrst_n),
        .r_en        (r_en),
        .g_wptr_sync (g_wptr_sync),
        .b_rptr      (b_rptr),
        .g_rptr      (g_rptr),
        .empty       (empty)
    );
    fifo #(
        .DEPTH      (DEPTH),
        .DATA_WIDTH (DATA_WIDTH),
        .PTR_WIDTH  (PTR_WIDTH)
    ) fifom (
        .wclk     (wclk),
        .w_en     (w_en),
        .rclk     (rclk),
        .r_en     (r_en),
        .rrst_n   (rrst_n),
        .b_wptr   (b_wptr),
        .b_rptr   (b_rptr),
        .data_in  (data_in),
        .full     (full),
        .empty    (empty),
        .data_out (data_out)
    );
endmodule

===== ./run.sh =====
#!/bin/bash
# OpenROAD 26Q1-2900-gdf79404cd8, Yosys 0.63+post, stock flow scripts
make -C /OpenROAD-flow-scripts/flow DESIGN_CONFIG=/design/flow/config.mk WORK_HOME=/design/flow/orfs finish

===== ./config.mk =====
export PLATFORM = sky130hd
export DESIGN_NAME = asynchronous_fifo
export DESIGN_NICKNAME = asynchronous_fifo
export VERILOG_FILES = /design/flow/design.v
export SDC_FILE = /design/flow/constraint.sdc
export NUM_CORES = 4
export LEC_CHECK = 1
export CORE_UTILIZATION = 30

===== ./constraint.sdc =====
current_design asynchronous_fifo

set clk_period 4.1
set clk_io_pct 0.2

create_clock -name clk0 -period $clk_period [get_ports {rclk}]
create_clock -name clk1 -period $clk_period [get_ports {wclk}]

set non_clock_inputs [all_inputs -no_clocks]
set_input_delay [expr $clk_period * $clk_io_pct] -clock clk0 $non_clock_inputs
set_output_delay [expr $clk_period * $clk_io_pct] -clock clk0 [all_outputs]

==> Changelog: implementation <==
### Physical design

- Outcome: completed
- Sw power: 1.01 mW
- Synthesis-stage register bit count: 112
- Total number of yosys warnings: 4
- WHS: 0.295 ns
- Ys async rst share: 42.9%
- Mean post-synth cell area: 18.0 um2
- WL final: 6740 um
- Drt initial violations: 134
- Worst hold path endpoint: sync_rptr.dmeta1[1]$_DFF_PN0_
- Power per Cell Area: 743 mW/mm2
- Area Overhead vs Synth: 20.0%
- DR vias: 1,952
- Initial antenna violation count: 0
- Io pins: 24
- Clock sinks: 112
- Share of cells above drive strength 1: 18.9%
- Hold wc startpoint: rptr_h.g_rptr[1]$_DFF_PN0_
- IO Port Bufs: 22
- Critical path required time: 4.28 ns
- Ys cells: 227
- Top cell area share: 47.0%
- Critical path startpoint category: input pin
- CTS resizes: 0
- DIE AREA: 0.0141 mm2
- Hold depth: 0
- Top post-synthesis cells by count: edfxtp_1 (64), dfrtp_1 (47), mux2_2 (16)
- Main synth FF type: edfxtp_1
- CP cell instances: clkdlybuf4s50_1, nand2b_1, inv_1, ha_1, ha_1, xor2_2, xor2_1, or3_1, a22oi_1
- Global-route wire length before repair: 11,200 um
- Row Count: 42
- CTS tree: built
- Max-slew violation count: 0
- Placed Area: 0.00452 mm2
- Antenna Nets Post-Route: 0
- Via/cell ratio: 4.44
- Tool Warnings: 26
- Routability-driven placement congestion ratio: 0.724
- Chip area in the Yosys report: 0.00409 mm2
- N_diodes: 0
- CP max FO: 17
- Core area: 0.0132 mm2
- Post-CTS Hold Fix Bufs: 0
- R2r endpoint: rptr_h.empty$_DFF_PN1_
- Mapped cell area: 0.00409 mm2
- WL per Instance: 15.3 um
- Reg2Reg Depth: 8
- Placed insts: 422
- Fp util: 30.8%
- Max cap viols: 0
- Leakage: 1.78 nW
- Drt pass-1 iters: 4
- Slew Limit Headroom: 43.3%
- Die X: 119 um
- FF-to-FF Start: rptr_h.empty$_DFF_PN1_
- GRT Util Overall: 11.1%
- Drt drc: 0
- RSZ-0062 raised after global routing: false
- Largest net degree at the start of global routing: 29
- Yosys top cell by area: edfxtp_1
- Final setup vio count: 0
- Setup CP Type: input pin to flop
- Die y size: 119 um
- Final Util: 37.0%
- Most common cell in the netlist: edfxtp_1
- Final setup TNS: 0 ns
- Worst Tran Pin Value: 0.847 ns
- Clock slew at reported path FFs: 0.07 ns
- DP HPWL: 4280 um
- Logic area: 910 um2
- Flop pwr share: 46.8%
- Hold Path Class: flop to flop
- Setup bufs post-CTS: 0
- Cell area leaders: edfxtp_1 (47%), dfrtp_1 (29%), mux2_2 (4.4%)
- Worst reg2reg setup slack: 1.52 ns
- Post-synthesis cell type count: 27
- Post-Route Skew: 0.00421 ns
- Vias in the first global route: 2,110
- Grt total ovfl: 0
- CP peak stage delay: 0.44 ns
- Final hold vios: 0
- Cell Int Power: 2.63 mW
- Non-Filler Instances: 440
- Critical path's most frequent cell: ha_1
- Post-synth EDFFs: 64
- Slowest cell on the critical path: nand2b_1
- VDD IR max: 0.000242 V
- Combinational share of power: 24.8%
- Post-Synthesis Cells: 227
- FF+latch area: 0.00312 mm2
- Clock Power Share: 28.5%
- Worst path arrival time: 3.15 ns
- Crit end category: flop
- Post-route cell area: 0.00490 mm2
- Sequential area share after synthesis: 76.5%
- Sw Ratio: 27.8%
- Fillers: 1,227
cell families after synthesis:
group	after synthesis	share of synthesized area (%)
fa+ha+maj	4	1.23
mux	24	8.82
buf+inv	10	1.26
simple gates	43	4.96
compound gates	18	3.19
flops	112	76.5
xor+xnor	16	4.07
area by class of cell:
cell class,count,area share [%]
Clock buffer,12,6.12
Sequential cell,112,63.7
Clock inverter,6,1.71
Tap cell,176,4.49
Multi-Input combinational cell,105,18.6
Timing Repair Buffer,27,5.26
Inverter,2,0.153
per-stage QoR:
step | power [mW] | setup WS, ns
floorplan | 2.33 | 1.30
global placement | 2.62 | 0.914
detailed placement | 2.63 | 0.841
CTS | 3.69 | 1.09
global route | 3.87 | 0.926
finish | 3.64 | 1.13
worst max-delay path, delay by kind of cell:
kind | cells | cell delay (ns)
compound gates | 1 | 0.18
xor+xnor | 2 | 0.43
buf+inv | 2 | 0.50
simple gates | 2 | 0.80
fa+ha+maj | 2 | 0.43
layer usage:
layer | vias to the layer above | part of all wire [%] | GRT usage, %
li1 | 902 | - | -
met1 | 968 | 45 | 16.9
met2 | 73 | 42 | 14.4
met3 | 9 | 10 | 6.30
met4 | 0 | 2.3 | 2.45
met5 | - | 0 | 0
flip-flops by register name, indices dropped and copies added (netlist names), 3 cells and up:
| name | cells |
|---|---|
| sync_rptr.dmeta1 | 4 |
| sync_rptr.dout | 4 |
| sync_wptr.dmeta1 | 4 |
| sync_wptr.dmeta2 | 4 |
| wptr_h.g_wptr | 3 |
| fifom.FIFO | 64 |
| rptr_h.g_rptr | 3 |
| wptr_h.b_wptr | 4 |
| sync_rptr.dmeta2 | 4 |
| fifom.data_out | 8 |
| rptr_h.b_rptr | 4 |
| sync_wptr.dout | 4 |
cells in the final DEF (no fill, tap or decap), types with 4 or more instances in the layout:
cell | Yosys | layout
edfxtp_1 | 64 | 64
dfrtp_1 | 47 | 47
ha_1 | 4 | 4
buf_4 | 3 | 5
clkdlybuf4s50_1 | 0 | 22
nand2b_1 | 4 | 4
o31ai_1 | 8 | 8
nand3_1 | 5 | 5
o22ai_1 | 8 | 8
or3_1 | 4 | 4
xor2_1 | 12 | 12
nand2_1 | 11 | 11
mux4_2 | 8 | 8
nor2_1 | 14 | 14
mux2_2 | 16 | 16
clkbuf_16 | 0 | 12
power groups by stage:
stage | Clock (mW) | Sequential, mW | Combinational [mW]
finish | 1.04 | 1.70 | 0.902
global route | 1.11 | 1.76 | 1.00
CTS | 1.06 | 1.71 | 0.917
how the worst max path moves through the flow:
stage	slack, ns	depth (start not counted)	start	endpoint
6_report	1.13	9	r_en	rptr_h.empty$_DFF_PN1_
5_1_grt	0.93	9	r_en	rptr_h.empty$_DFF_PN1_
4_1_cts	1.09	9	r_en	rptr_h.empty$_DFF_PN1_
Power and IR drop assume default switching activity.
